`design/flow/config.mk`:
```
export PLATFORM = sky130hd
export DESIGN_NAME = clock
export DESIGN_NICKNAME = clock
export VERILOG_FILES = /design/flow/design.v
export SDC_FILE = /design/flow/constraint.sdc
export NUM_CORES = 4
export LEC_CHECK = 1
export CORE_UTILIZATION = 30
```
`design/flow/constraint.sdc`:
```
current_design clock

set clk_period 4.2
set clk_io_pct 0.2

create_clock -name clk0 -period $clk_period [get_ports {clk}]

set non_clock_inputs [all_inputs -no_clocks]
set_input_delay [expr $clk_period * $clk_io_pct] -clock clk0 $non_clock_inputs
set_output_delay [expr $clk_period * $clk_io_pct] -clock clk0 [all_outputs]
```
`design/flow/design.v`:
```
`timescale 1ns / 1ps
module clk_div (input clk, output reg slowerClk);
reg [31:0] counter;
always@(posedge clk) begin
if(counter == 100000000) begin 
slowerClk <= 1; 
counter <= 0;
end
else begin
slowerClk <= 0;
counter <= counter+1;
end
end
endmodule
`timescale 1ns / 1ps
module clock(input[15:0] sw, input clk,btnD, btnC, btnR, flash, output [3:0] min1, min2, sec1, sec2, min11, min22, sec11, sec22);
wire CLK;
clk_div DUT(.clk(clk), .slowerClk(CLK));
reg [6:0] cm = 6'b0000000;  
reg [6:0] cs = 6'b0000000;
reg [6:0] cm2 = 6'b0000000;  
reg [6:0] cs2 = 6'b0000000;
reg [6:0] cmholder = 6'b0000000;  
reg [6:0] csholder = 6'b0000000;
always@(posedge CLK) begin
if(btnR == 1)
begin
cm2 <= cmholder;
cs2 <= csholder;
cm <= 0;
cs <= 0;
end
if(btnR!=1) begin
if(flash != 1) begin
if(cm != 99 && cs != 59) begin
cs <= cs+1;
if(cs == 59) begin
cm <= cm + 1;
cs <= 0;
end
end
end
end
if(flash == 1)begin
cmholder <= cm;
csholder <= cs;
end
if(flash == 1 && sw[15] == 1 && sw[14]==0 && btnC==1)
cs<=sw[6:0];
if(flash == 1 && sw[15] == 1 && sw[14]==0 && btnD==1)
cm<=sw[6:0];
if(flash == 1 && sw[15] == 0 && sw[14]==1 && btnC==1)
cs2<=sw[6:0];
if(flash == 1 && sw[15] == 0 && sw[14]==1 && btnD==1)
cm2<=sw[6:0];
end
assign sec1 = cs%10;
assign sec2 = cs/10;
assign min1 = cm%10;
assign min2 = cm/10;
assign sec11 = cs2%10;
assign sec22 = cs2/10;
assign min11 = cm2%10;
assign min22 = cm2/10;
endmodule
```
`design/flow/run.sh`:
```
#!/bin/bash
# OpenROAD 26Q1-2900-gdf79404cd8, Yosys 0.63+post, stock flow scripts
make -C /OpenROAD-flow-scripts/flow DESIGN_CONFIG=/design/flow/config.mk WORK_HOME=/design/flow/orfs finish
```
==> summary.txt <==
Entry: Yosys synthesis followed by OpenROAD place and route.

Drt:
- The run puts the total wire length after detailed routing at 10.78 mm.
- The run gives the detailed-route DRC error count as 0.
- The run gives the via count as 4394.
- The run gives the number of violations reported at the end of detailed-routing iteration 0 as 262.
- The routed design ends up with an antenna cell count of 0.
- The run puts the final antenna-violating net count at 0.
- TritonRoute output was used to compute an average wire per cell of 12.53 microns.
- The script logs the ratio of routed vias to standard cells as 5.109.
- Before antenna repair, the detailed router went through 7 iterations.

Outcome:
- The flow ran to the end, and the final reports show no timing, DRC or antenna violations.

Critical path:
- The run gives the startpoint type of the worst setup path as a register.
- The run gives the library cell appearing most often on the critical path as sky130_fd_sc_hd__nor2_1.
- The run puts the maximum single-stage delay on the critical path at 0.53 ns.
- The largest individual stage delay along the critical path comes from the cell sky130_fd_sc_hd__or4_1.
- Along the worst path, the maximum fanout reaches 10.
- STA classifies the critical path endpoint as a register.
- In the setup report, the worst path falls into the class register to register.
- The report lists the cells along the critical path as or4_1, nor4b_1, nand4_1, nor2_1, buf_4, nor2_1.
- The run gives the arrival time at the worst endpoint as 2.28 ns.
- The run gives the required time at the worst-slack endpoint as 4.36 ns.

Clock network:
- TritonCTS built the clock tree.
- The run gives the buffer count from post-CTS setup fixing as 0.
- The run gives the number of CTS-inserted buffers as 5.
- After clock tree synthesis, the repair step resized 0 gates.
- Per the skew report, the later register of the worst-skew pair sees a clock latency of 0.27 ns.
- For reference, the clock transition at the flip-flops on the worst setup and hold paths is 0.05 ns.
- Clock tree synthesis selected as its root buffer the cell sky130_fd_sc_hd__clkbuf_16.
- The run gives the number of buffers added to fix hold violations after cts as 0.
- The run puts the number of buffers on the longest clock path at 2.
- Per the CTS log, the maximum H-tree level is 2.

Timing:
- The run gives the worst clock skew as 0.002259 ns.
- The run puts the setup violation total in the final timing report at 0.
- Setup repair after global routing left no endpoint under its margin.
- The run puts the number of unconstrained endpoints at 102.
- The worst pin sits at a relative slew slack of 0.5072.
- The run gives the summed negative setup slack over all endpoints as 0 ns.
- The run puts the number of register pins that no clock reaches at 42.
- The run gives the post-route fraction of the period consumed by the critical path as 0.5045.
- The run puts the slew at the pin with the worst max-slew slack at 0.7369 ns.
- The clock period could shrink to 2.119 ns.
- The run puts the final number of max-transition violations at 0.
- The highest clock rate this design can be run at is 471.9 MHz.
- Hold-check failures listed in the final report amount to 0.

Place:
- The run gives the routability-driven placement congestion ratio as 0.8173.
- The run gives the HPWL after detailed placement as 7.965 mm.
- The run puts the count of input and output buffers at 45.

Synthesis:
- For reference, the top cells by count after synthesis are sky130_fd_sc_hd__nand2_1 (62), sky130_fd_sc_hd__dfxtp_1 (47), sky130_fd_sc_hd__nor2_1 (46).
- The run gives the flip-flop and latch count after synthesis as 75.
- The synthesized design spends more area on one cell type than any other, namely sky130_fd_sc_hd__dfxtp_1.
- The netlist uses 95 different library cells.
- Of the post-synthesis cell area, the dominant cell type holds 0.1755.
- The run puts the count of library flops with an enable pin at 28.
- The run puts the cell area after synthesis at 5361 sq um.
- The run puts the gate count of the mapped netlist at 619.
- The run gives the average cell area after synthesis as 8.661 sq um.
- The run gives the area figure in the yosys stat output as 5361 sq um.
- The synthesis report lists the most area-consuming cells as sky130_fd_sc_hd__dfxtp_1 (18%), sky130_fd_sc_hd__edfxtp_1 (16%), sky130_fd_sc_hd__nand2_1 (4.3%).
- The synthesis report names the predominant flop master as sky130_fd_sc_hd__dfxtp_1.
- Of the synthesized area, sequential elements account for 0.3323.
- The run gives the most instantiated library cell after synthesis as sky130_fd_sc_hd__nand2_1.
- The run gives the number of warnings printed during yosys synthesis as 2.
- The synthesized netlist was found by Yosys to have 619 cells.
- In the synthesized netlist the async set-or-reset flop fraction comes to 0.

Layout:
- The final report gives the core utilization as 0.3467.
- The run puts the combinational gate area at 3242 sq um.
- Relative to the synthesized area, the layout overhead comes to 12.25%.
- The run puts the layout cell share with drive strength beyond 1 at 0.08976.
- The layout report lists the combined flip-flop and latch area as 1782 sq um.
- The run gives the number of fill cells in the layout as 1785.

Power and ir drop:
- The run puts the clock group share of total power at 0.493.
- The run puts the power per unit of standard cell area at 117.2 nW/um^2.
- The run gives the switching power total as 0.1370 mW.
- The power report attributes to the combinational group a share of 0.055.
- In the power breakdown, the internal column shows 0.5682 mW.
- The run gives the switching fraction of total power as 0.1943.
- The share of total power dissipated in sequential elements is 0.452.
- The run gives the worst-case vdd ir drop as 0.1211 mV.
- Summed over all cells, the static leakage comes to 2.122 nW.

Floorplanning:
- The run gives the I/O pin count as 53.
- The run puts the core utilization at floorplan at 0.3089.
- The run puts the die height at 135.7 microns.
- The run gives the placeable core region as 17360 sq um.
- The horizontal die dimension reported for this design is 135.7 microns.
- The run gives the chip area as 18410 sq um.
- The run gives the row count as 48.

Global route:
- Entering global routing, the biggest net connects 43 pins.
- The number of antenna violations at the first check in global routing is 0.
- The run puts the wire length of the first global-routing pass at 18.84 mm.
- The run puts the number of global-route vias before repair at 3908.
- The run gives the all-layer global routing usage as 0.1243.
- After global routing the overflow that remains totals 0.

Min path:
- The run gives the worst hold-check path type as register to register.

Job:
- The run puts the number of warnings in the stage logs at 36.
- Across the run, the number of max-cap violations was 0.
-- metal layers --
metal | routed length, microns | part of all wire | vias up | global-route usage
li1 | - | - | 2297 | -
met1 | 5574 | 0.52 | 2013 | 0.1978
met2 | 4800 | 0.45 | 79 | 0.1933
met3 | 350 | 0.032 | 5 | 0.01298
met4 | 50 | 0.0046 | 0 | 0.006242
met5 | 0 | 0 | - | 0
-- through the flow --
stage	instance area (sq um)	total power [mW]	hold WS (ns)	instances	setup WS [ns]
global route	6018	0.7332	0.4963	860	1.921
floorplan	5361	0.3400	0.4351	619	2.328
global placement	5876	0.3641	0.4578	853	2.046
detailed placement	5876	0.3640	0.4579	853	2.091
CTS	6018	0.7157	0.4792	860	2.064
finish	6018	0.7052	0.4774	860	2.081
-- worst max-delay path, delay by kind of cell, from the launching register on --
family,cells,cell delay [ns]
flip-flops,1,0.33
buffers and inverters,1,0.26
AND/OR/NAND/NOR,5,1.41
-- final timing paths --
check / endpoint / slack (ns) / from / cells after the start
hold / removal: DUT.counter[12] / 0.48 / DUT.counter[12] / 1
setup reg to reg: DUT.counter[14] / 2.08 / DUT.counter[11] / 6
hold reg to reg: DUT.counter[12] / 0.48 / DUT.counter[12] / 1
setup / recovery: DUT.counter[14] / 2.08 / DUT.counter[11] / 6
-- layout by cell type, fill, tap and decap left out, types with 3 or more instances in the layout --
| master | n |
|---|---|
| sky130_fd_sc_hd__a211o_1 | 6 |
| sky130_fd_sc_hd__a211oi_1 | 10 |
| sky130_fd_sc_hd__a21o_1 | 3 |
| sky130_fd_sc_hd__a21oi_1 | 23 |
| sky130_fd_sc_hd__a221o_1 | 6 |
| sky130_fd_sc_hd__a221oi_2 | 3 |
| sky130_fd_sc_hd__a31oi_1 | 7 |
| sky130_fd_sc_hd__and2_1 | 9 |
| sky130_fd_sc_hd__and3_1 | 8 |
| sky130_fd_sc_hd__and3b_1 | 5 |
| sky130_fd_sc_hd__and4b_1 | 3 |
| sky130_fd_sc_hd__clkbuf_16 | 5 |
| sky130_fd_sc_hd__clkdlybuf4s50_1 | 45 |
| sky130_fd_sc_hd__dfxtp_1 | 47 |
| sky130_fd_sc_hd__edfxtp_1 | 28 |
| sky130_fd_sc_hd__ha_1 | 9 |
| sky130_fd_sc_hd__inv_1 | 23 |
| sky130_fd_sc_hd__inv_2 | 5 |
| sky130_fd_sc_hd__mux2_2 | 16 |
| sky130_fd_sc_hd__mux2i_1 | 5 |
| sky130_fd_sc_hd__nand2_1 | 62 |
| sky130_fd_sc_hd__nand2b_1 | 17 |
| sky130_fd_sc_hd__nand3_1 | 21 |
| sky130_fd_sc_hd__nand3b_1 | 4 |
| sky130_fd_sc_hd__nand4_1 | 12 |
| sky130_fd_sc_hd__nor2_1 | 46 |
| sky130_fd_sc_hd__nor2b_1 | 11 |
| sky130_fd_sc_hd__nor3_1 | 8 |
| sky130_fd_sc_hd__nor4_1 | 4 |
| sky130_fd_sc_hd__nor4b_1 | 4 |
| sky130_fd_sc_hd__o211ai_1 | 4 |
| sky130_fd_sc_hd__o21ai_0 | 38 |
| sky130_fd_sc_hd__o21ai_1 | 8 |
| sky130_fd_sc_hd__o311a_1 | 3 |
| sky130_fd_sc_hd__o31ai_1 | 8 |
| sky130_fd_sc_hd__or3_1 | 4 |
| sky130_fd_sc_hd__xnor2_1 | 26 |
| sky130_fd_sc_hd__xor2_1 | 14 |
-- cell type report --
| type | count | share of cell area |
|---|---|---|
| Multi-Input combinational cell | 478 | 0.5387 |
| Sequential cell | 75 | 0.2961 |
| Inverter | 28 | 0.01746 |
| Tap cell | 225 | 0.04678 |
| Timing Repair Buffer | 47 | 0.07734 |
| Clock buffer | 7 | 0.02370 |
-- power groups by stage --
stage         Sequential, mW  Combinational [mW]  Clock, mW
CTS                    0.319              0.0391      0.358
global route           0.318              0.0422      0.373
finish                 0.319              0.0385      0.348
-- registers in the layout, indices dropped and copies added (netlist names) --
register       flops
DUT.counter       32
DUT.slowerClk      1
cm                 7
cm2                7
cmholder           7
cs                 7
cs2                7
csholder           7
-- kinds of logic (layout without fill, tap and decap cells) --
family	count (synthesis)	after routing	synth area share
xor+xnor	41	41	0.06838
fa+ha+maj	12	12	0.02707
compound gates	160	160	0.2187
mux	21	21	0.04294
simple gates	244	244	0.2476
buf+inv	66	82	0.06301
flops	75	75	0.3323
Power is estimated from default activity; no workload was simulated.
