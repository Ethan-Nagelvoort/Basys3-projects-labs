==> design/flow/design.v <==
`timescale 1ns / 1ps
module an_controller(input [15:0] sw, input [2:0] letter, input clk, flash, input [3:0] min1, min2, sec1, sec2, p1, p2, p3, p4, min11, min22, sec11, sec22, h1, h2, output reg [3:0] an, output reg [3:0] num, output reg other);
reg[3:0] an_pos = 0;
wire CLK;
reg display_con = 1'b0;
reg second_time = 1'b0;
reg hs_disp = 1'b0;
clk_div4 DUT(.clk(clk), .slowerClk(CLK));
always @(posedge CLK)
begin
display_con = sw[15];
second_time = sw[14];
hs_disp = sw[13];
if(display_con == 0 && second_time == 1 && hs_disp == 0) begin
other <= 0;
    case (an_pos)
        4'b0000: begin
            an <= 4'b1110;
            num <= sec11;
            an_pos <= 1;
            end
        4'b0001: begin
            an <= 4'b1101;
            num <= sec22;
            an_pos <= 2;
            end
        4'b0010: begin
            an <= 4'b1011;
            num<= min11;
            an_pos <= 3;
            end
        4'b0011: begin
            an <= 4'b0111;
            num <= min22;
            an_pos <= 0;
            end
            endcase
end
if(display_con == 1 && second_time == 0 && hs_disp==0) begin
other <= 0;
    case (an_pos)
        4'b0000: begin
            an <= 4'b1110;
            num <= sec1;
            an_pos <= 1;
            end
        4'b0001: begin
            an <= 4'b1101;
            num <= sec2;
            an_pos <= 2;
            end
        4'b0010: begin
            an <= 4'b1011;
            num<= min1;
            an_pos <= 3;
            end
        4'b0011: begin
            an <= 4'b0111;
            num <= min2;
            an_pos <= 0;
            end
            endcase
end
if(display_con == 0 && flash == 1 && second_time == 0 && hs_disp==0)
begin
other <= 0;
case (an_pos)
        4'b0000: begin
            an <= 4'b1110;
            num <= p3;
            an_pos <= 1;
            end
        4'b0001: begin
            an <= 4'b1101;
            num <= p4;
            an_pos <= 2;
            end
        4'b0010: begin
            an <= 4'b1011;
            num<= p1;
            an_pos <= 3;
            end
        4'b0011: begin
            an <= 4'b0111;
            num <= p2;
            an_pos <= 0;
            end
            endcase
end
if(display_con == 0 && flash == 1 && second_time == 0 && hs_disp==1)
begin
case (an_pos)
        4'b0000: begin
            an <= 4'b1110;
            num <= h1;
            an_pos <= 1;
            other <= 0;
            end
        4'b0001: begin
            an <= 4'b1101;
            num <= h2;
            other <= 0;
            an_pos <= 2;
            end
        4'b0010: begin
            an <= 4'b1011;
            num<= 6;
            other<=1;
            an_pos <= 3;
            end
        4'b0011: begin
            an <= 4'b0111;
            num <= 5;
            other<=1;
            an_pos <= 0;
            end
            endcase
end
if(display_con == 0 && flash == 0)
begin
case (an_pos)
        4'b0010: begin
            an <= 4'b1011;
            num <= p1;
            other <= 0;
            an_pos <= 1;
            end
        4'b0011: begin
            an <= 4'b0111;
            num <= p2;
            other <= 0;
            an_pos <= 2;
            end
        4'b0000: begin
            an <= 4'b1101;
            other<=1;
            num<= 0;
            an_pos <= 3;
            end
        4'b0001: begin
            an <= 4'b1110;
            other <= 1;
            num <= letter;
            an_pos <= 0;
            end
            endcase
end
end
endmodule
`timescale 1ns / 1ps
module clk_div4 (input clk, output reg slowerClk);
reg [31:0] counter;
always@(posedge clk) begin
if(counter == 20000) begin 
slowerClk <= 1; 
counter <= 0;
end
else begin
slowerClk <= 0;
counter <= counter+1;
end
end
endmodule
==> design/flow/run.sh <==
#!/bin/bash
# OpenROAD 26Q1-2900-gdf79404cd8, Yosys 0.63+post, stock flow scripts
make -C /OpenROAD-flow-scripts/flow DESIGN_CONFIG=/design/flow/config.mk WORK_HOME=/design/flow/orfs finish
==> design/flow/config.mk <==
export PLATFORM = sky130hd
export DESIGN_NAME = an_controller
export DESIGN_NICKNAME = an_controller
export VERILOG_FILES = /design/flow/design.v
export SDC_FILE = /design/flow/constraint.sdc
export NUM_CORES = 4
export LEC_CHECK = 1
export CORE_UTILIZATION = 30
==> design/flow/constraint.sdc <==
current_design an_controller

set clk_period 5.7
set clk_io_pct 0.2

create_clock -name clk0 -period $clk_period [get_ports {clk}]

set non_clock_inputs [all_inputs -no_clocks]
set_input_delay [expr $clk_period * $clk_io_pct] -clock clk0 $non_clock_inputs
set_output_delay [expr $clk_period * $clk_io_pct] -clock clk0 [all_outputs]
==> results.py <==
# Flow results
metrics = {
    "final_timing": {
        "setup_violations": 0,
        "fmax_mhz": 604,
        "min_period_ns": 1.66,
        "worst_slew_pin_slew_ns": 0.646,
        "final-hold-violation-count": 0,
        "relSlewSlack": 0.568,
        "finalClockSkew_ns": 0.00347,
        "period_used_share": 0.291,
        "fin_setup_tns_ns": 0,
        "rsz0062_at_grt": "no",
        "slew_viol_final": 0,
        "unclocked_pins": 13,
        "untimed_endpoints": 22,
    },
    "power": {
        "finalPower_uw": 474,
        "p_sw_frac": 0.209,
        "vdd_ir_drop_max_mv": 0.160,
        "powerDensity_nw_per_um2": 135,
        "p_comb_frac": 0.147,
        "pwr-share-clk": 0.366,
        "switchingPower_uw": 98.9,
        "p_seq_frac": 0.487,
        "p_leak_nw": 1.26,
        "p_int_uw": 375,
    },
    "placed_design": {
        "port-buffer-count": 72,
        "globalplace.congestion": 0.885,
        "dp_hpwl_mm": 5.03,
        "dpl-instance-area_um2": 3410,
    },
    "clocking": {
        "htree_levels": 2,
        "path_clk_slew_ns": 0.06,
        "clock-root-buffer": "clkbuf_8",
        "post_cts_buffers": 0,
        "ctsLongestPathBuffers": 2,
        "clock.latency.late_pin_ns": 0.28,
        "cts_resized": 0,
        "cts_buffers": 5,
        "ctsHoldBuffers": 0,
        "cts_tree": "yes",
    },
    "grt": {
        "grt_use_met2": 0.240,
        "antenna_found_initial": 0,
        "grt_pass1_wl_mm": 10.7,
        "busiest_layer": "met2",
        "grt.total_usage": 0.151,
        "grt_overflow": 0,
        "grt_max_degree": 27,
        "met1_usage": 0.227,
        "grt_pass1_vias": 2319,
        "use_met3": 0.0268,
    },
    "drt": {
        "drt_pass1_iterations": 4,
        "antenna_cells": 0,
        "drc": 0,
        "vias": 2390,
        "viasPerCell": 5.05,
        "wl_mm": 6.59,
        "antenna_left": 0,
        "drt_iter0_markers": 126,
        "post_drt_wl_per_cell_um": 13.9,
    },
    "critical_path": {
        "r2r-start": "DUT.counter[22]$_SDFF_PP0_",
        "ff2ff_path_depth": 4,
        "path_max_fanout": 9,
        "endpoint": "DUT.counter[9]$_SDFF_PP0_",
        "reg2reg_to": "DUT.counter[9]$_SDFF_PP0_",
        "path_class": "reg2reg",
        "required_ns": 5.84,
        "end_kind": "register",
        "critPathLaunchType": "register",
        "worst_ep_arrival_time_ns": 1.80,
        "ff2ff_setup_slack_ns": 4.04,
        "crit_start": "DUT.counter[22]$_SDFF_PP0_",
    },
    "yosys": {
        "numSynthFlops": 46,
        "netlist_area_um2": 2620,
        "synthArstFlopShare": 0,
        "ys.flop_type": "dfxtp_1",
        "yosys.cell_types.count": 57,
        "postSynthCellCount": 303,
        "ys_area_um2": 2620,
        "yosysWarnings": 2,
        "edf_count": 0,
        "postSynthSeqShare": 0.351,
        "ys_cells": 303,
        "syn-mean-instance-area_um2": 8.66,
    },
    "cells_and_area": {
        "lay_top_count": "clkdlybuf4s50_1",
        "syn2layout_area_growth_pct": 33.4,
        "drive_gt1_frac": 0.0679,
        "fill_cells": 836,
        "final_area_um2": 3500,
        "comb_area_um2": 1590,
        "layout.cells.most_common_list": "72 x clkdlybuf4s50_1, 46 x dfxtp_1, 26 x nand2_1, 25 x nor2_1, 20 x xnor2_1",
        "regArea_um2": 921,
    },
    "floorplan": {
        "die_w_um": 95.5,
        "fp_util": 0.315,
        "rows": 33,
        "die_y_um": 95.5,
        "core_um2": 8340,
        "num_io_pins": 86,
        "fp.dieArea_um2": 9120,
    },
    "flow_run": {
        "cap_viol_max_count": 0,
        "warning_count": 39,
    },
    "hold_path": {
        "hold_class": "reg2reg",
    },
    "run_status": {
        "outcome": "completed",
    },
}
[per-stage QoR]
| stage | worst slack (ns) | hold WS (ns) | instances | util |
|---|---|---|---|---|
| 2_1_floorplan | 4.23 | 0.426 | 303 | - |
| 3_3_place_gp | 4.05 | 0.440 | 466 | 0.409 |
| 3_5_place_dp | 4.01 | 0.448 | 466 | 0.409 |
| 4_1_cts | 4.04 | 0.462 | 473 | 0.420 |
| 5_1_grt | 3.87 | 0.476 | 473 | 0.420 |
| 6_report | 4.04 | 0.457 | 473 | 0.420 |
[power by group through the flow]
| stage | registers (mW) | logic, mW | clock network, mW |
|---|---|---|---|
| 4_1_cts | 0.231 | 0.0701 | 0.178 |
| 5_1_grt | 0.231 | 0.0759 | 0.187 |
| 6_report | 0.231 | 0.0698 | 0.173 |
[how the worst min path moves through the flow]
stage	startpoint	end	slack [ns]	cells after the start
after CTS	DUT.counter[0]$_SDFF_PP0_	DUT.counter[0]$_SDFF_PP0_	0.46	1
final	DUT.counter[0]$_SDFF_PP0_	DUT.counter[0]$_SDFF_PP0_	0.46	1
after global routing	DUT.counter[31]$_SDFF_PP0_	DUT.counter[31]$_SDFF_PP0_	0.48	1
[area by class of cell]
type                    count  share of cell area
repair buffers             75               0.212
flip-flops and latches     46               0.263
clock buffers               7              0.0247
inverters                   8             0.00858
well taps                 105              0.0375
multi-input cells         232               0.454
[flip-flops by register name, indices dropped and copies added (netlist names)]
| signal | flops |
|---|---|
| num | 4 |
| DUT.slowerClk | 1 |
| other | 1 |
| an_pos | 4 |
| DUT.counter | 32 |
| an | 4 |
[synth_stat cells, types with 3 or more instances]
cell | number | area share
dfxtp_1 | 46 | 0.35
nand2_1 | 26 | 0.037
nor2_1 | 25 | 0.036
xnor2_1 | 20 | 0.067
nand3_1 | 18 | 0.034
a21oi_1 | 12 | 0.023
o21ai_0 | 12 | 0.023
xor2_1 | 12 | 0.040
buf_2 | 10 | 0.019
nand4_1 | 10 | 0.024
mux2i_1 | 9 | 0.034
and3_1 | 8 | 0.019
inv_1 | 8 | 0.011
nor3_1 | 7 | 0.013
nor2b_1 | 6 | 0.014
clkbuf_1 | 5 | 0.0072
a211oi_1 | 4 | 0.011
and4_1 | 4 | 0.013
mux2_2 | 4 | 0.017
a31oi_1 | 3 | 0.0072
nor4_1 | 3 | 0.0072
nor4b_1 | 3 | 0.010
o211ai_1 | 3 | 0.0086
[critical path, stage by stage (launching register included)]
cell	delay, ns
dfxtp_1	0.34
nor4_1	0.36
nand4_1	0.16
nor2_1	0.54
nor2_1	0.11
[metal layers]
layer  up-vias  share of wire
met5         -              0
met4         0         0.0061
met3         7          0.087
met2        83           0.41
met1      1071           0.49
li1       1229              -
[cells by family after synthesis]
group | count (synthesis) | share of synthesized area
multiplexers | 16 | 0.0730
XOR/XNOR | 32 | 0.107
flip-flops | 46 | 0.351
adder cells (fa/ha/maj) | 2 | 0.00954
buffers and inverters | 25 | 0.0434
AND/OR/NAND/NOR | 126 | 0.274
AND-OR/OR-AND | 56 | 0.142
Power is estimated from default activity; no workload was simulated.
