<file path="design/flow/design.v">
`timescale 1ns / 1ps
module clk_div2 (input clk, output reg slowerClk);
reg [31:0] counter;
always@(posedge clk) begin
if(counter == 25000000) begin 
slowerClk <= 1; 
counter <= 0;
end
else begin
slowerClk <= 0;
counter <= counter+1;
end
end
endmodule
`timescale 1ns / 1ps
module rx(input RsRx, input clk, output reg [7:0] l); 
reg [1:0] state = 2'b00;  
reg [7:0] ll = 8'b00000000;                           
reg [3:0] num = 4'b0000; 
reg [13:0] counter = 32'b0000000000000000000000000000000;  
wire CLK; 
clk_div2 DUT(.clk(clk), .slowerClk(CLK));   
always @(posedge CLK) begin
    case (state)
    2'b00: begin 
    l <= ll;
    if(RsRx == 1'b0) begin 
           state <= 2'b10;
           l <= 8'b00000000; 
    end 
     end
      2'b10: begin
         if (num <= 4'b1000) begin                     
                 ll[num] <= RsRx;
                 num <= num + 1;
             end 
             else begin   
                 state <= 2'b00;
                 num <= 4'b0000;
                 l <= ll;
        end
        end
        endcase
    end
endmodule
</file>
<file path="design/flow/run.sh">
#!/bin/bash
# OpenROAD 26Q1-2900-gdf79404cd8, Yosys 0.63+post, stock flow scripts
make -C /OpenROAD-flow-scripts/flow DESIGN_CONFIG=/design/flow/config.mk WORK_HOME=/design/flow/orfs finish
</file>
<file path="design/flow/config.mk">
export PLATFORM = sky130hd
export DESIGN_NAME = rx
export DESIGN_NICKNAME = rx
export VERILOG_FILES = /design/flow/design.v
export SDC_FILE = /design/flow/constraint.sdc
export NUM_CORES = 4
export LEC_CHECK = 1
export CORE_UTILIZATION = 30
</file>
<file path="design/flow/constraint.sdc">
current_design rx

set clk_period 3.7
set clk_io_pct 0.2

create_clock -name clk0 -period $clk_period [get_ports {clk}]

set non_clock_inputs [all_inputs -no_clocks]
set_input_delay [expr $clk_period * $clk_io_pct] -clock clk0 $non_clock_inputs
set_output_delay [expr $clk_period * $clk_io_pct] -clock clk0 [all_outputs]
</file>
==> flow_summary_export.csv <==
group,metric,value,unit
status,status,"finished clean",
setup_path,crit_type,"reg -> reg",
final_timing,finClkSkew,0.00584,ns
final_timing,unclocked_regs,21,
clocking,cts_root_buf,"clkbuf_8",
synthesis,ys_cells,242,
clocking,post-cts-setup-buffers,0,
final_timing,tns,0,ns
synthesis,ys_ff,54,
floorplanning,core_region_area,8260,µm²
synthesis,netlist_instances,242,
job,drv_cap,0,
clocking,clock_latency,0.28,ns
placed_design,dp.final_hpwl,3.16,mm
synthesis,syn_area,2560,µm²
placed_design,place_congestion,0.790,
placed_design,placedInstanceArea,2740,µm²
final_timing,finalCriticalPeriod,1.79,ns
final_timing,finalCritPeriodShare,0.485,
synthesis,ff_type,"dfxtp_1",
route,ant_nets,0,
setup_path,crit_fanout,7,
synthesis,synth_warnings,2,
route,met1Wirelength,2.24,mm
clocking,holdBufCountCts,0,
route,drc_errors,0,
floorplanning,die_w,94.5,µm
cells_and_area,syn_to_final_growth,9.95,%
grt,grt_max_degree,22,
clocking,clkTransAtPathRegs,0.06,ns
final_timing,slew_violations,0,
synthesis,ys_types,47,
clocking,h-tree-depth,2,
cells_and_area,mostFrequentLayoutCells,"dfxtp_1 (33), edfxtp_1 (21), nand2_1 (19)",
clocking,clock_path_buffers,2,
clocking,numCtsBuffers,5,
job,warning_count,30,
route,n_antenna_cell,0,
floorplanning,num_io_pins,10,
pwr,p_sw_frac,0.197,
clocking,cts_tree,"built",
final_timing,untimed_endpoints,50,
route,dr_wl_met3,129,µm
cells_and_area,layout.cells.non_filler,356,
synthesis,async_reset_ff_frac,0,
pwr,p_clk_frac,0.412,
setup_path,critical_path.cell_chain,"ha_1, and3_1, nand3_2, or4_1, a21oi_1",
cells_and_area,layout_top_cell,"dfxtp_1",
final_timing,tightest_slew,0.587,ns
route,dr.pass1.iters,4,
cells_and_area,final_area,2820,µm²
floorplanning,rows,33,
final_timing,setup_viol_count_final,0,
final_timing,slew_headroom,0.608,
pwr,power.switching,0.121,mW
clocking,ctsResizeCount,0,
setup_path,endpoint_kind,"flip-flop",
pwr,p_int,0.491,mW
min_path,min-delay-path-class,"reg -> reg",
pwr,vdd_drop_max,0.000145,V
placed_design,portBuffers,9,
route,wl_met2,1.90,mm
grt,overflow,0,
setup_path,critPathMaxStageDelay,0.44,ns
route,wirelength,4.31,mm
grt,antenna_found_initial,0,
setup_path,startpoint_type,"flip-flop",
floorplanning,fp_util,0.311,
synthesis,avgSynthCellArea,10.6,µm²
floorplanning,die_area,8920,µm²
grt,grt_pass1_wl,7.71,mm
pwr,p_seq_frac,0.581,
pwr,power_density,217,nW/µm²
cells_and_area,n_fill_cell,835,
route,viasPerCell,4.91,
final_timing,finalHoldViolCount,0,
route,highest_layer,"met4",
grt,grt_usage,0.109,
synthesis,ys_seq_share,0.503,
setup_path,worstPathArrival,2.00,ns
floorplanning,die-height,94.5,µm
final_timing,fmax,557,MHz
synthesis,yosys_area,2560,µm²
pwr,p_leak,1.02,nW
pwr,combinationalPowerShare,0.007,
placed_design,dp_cells,348,
cells_and_area,drive_gt1_frac,0.0876,
route,drt_iter0_drc,80,
grt,grt_pass1_vias,1711,
synthesis,synth-edff-count,21,
cells_and_area,fin_util,0.342,
setup_path,required,3.91,ns
setup_path,crit_path_top_delay_cell,"or4_1",
route,vias,1748,
route,routedWlPerCell,12.1,µm
final_timing,grt_setup_unrepaired,"false",
[synth_stat cells (3+ instances only)]
cell type,count,area share
nor2b_1,9,0.022
nand4_1,14,0.034
a21oi_1,7,0.014
nand2_1,19,0.028
edfxtp_1,21,0.25
xor2_1,10,0.034
nor4b_1,3,0.010
o31ai_1,5,0.015
inv_1,8,0.012
nor3_1,3,0.0059
o2bb2ai_1,6,0.020
and4_1,4,0.014
or4_1,4,0.012
nor4_1,5,0.012
xnor2_1,14,0.048
nor2_1,11,0.016
ha_1,7,0.034
buf_2,4,0.0078
nand3_1,11,0.021
dfxtp_1,33,0.26
o21ai_0,4,0.0078
[per-layer routing]
layer / track usage / up-vias
li1: - / 902
met1: 0.162 / 815
met2: 0.176 / 26
met3: 0.0172 / 5
met4: 0.0177 / 0
met5: 0 / -
[through the flow]
| step | hold WS (ns) | setup slack, ns | total power [mW] |
|---|---|---|---|
| floorplan | 0.432 | 2.14 | 0.366 |
| global placement | 0.453 | 1.97 | 0.368 |
| detailed placement | 0.454 | 1.94 | 0.368 |
| CTS | 0.468 | 1.92 | 0.619 |
| global route | 0.505 | 1.73 | 0.639 |
| finish | 0.467 | 1.91 | 0.612 |
[worst max-delay path: cells and delay by family (launching register included)]
family,cells,cell delay (ns)
AOI/OAI and AO/OA,1,0.15
DFF,1,0.39
adders and majority gates,1,0.22
and+or+nand+nor,3,0.97
[sequential cells by signal (all words and copies together) (netlist names)]
name	count
DUT.counter	32
l	8
ll	8
num	4
DUT.slowerClk	1
state	1
[final cells by class]
class / instances / area (µm²) / area share
Timing Repair Buffer: 10 / 97.6 / 0.0346
Multi-Input combinational cell: 171 / 1190 / 0.422
Tap cell: 105 / 131 / 0.0466
Clock buffer: 8 / 80.1 / 0.0284
Sequential cell: 54 / 1290 / 0.458
Inverter: 8 / 30.0 / 0.0106
[power by group through the flow]
stage | Clock [mW] | Sequential, mW | Combinational [mW]
4_1_cts | 0.259 | 0.356 | 0.00423
5_1_grt | 0.279 | 0.355 | 0.00461
6_report | 0.252 | 0.356 | 0.00414
[final timing paths]
path                              startpoint                          to  slack (ns)  cells past startpoint
setup / recovery   DUT.counter[0]$_SDFF_PP0_  DUT.counter[22]$_SDFF_PP0_        1.91                      5
hold / removal    DUT.counter[31]$_SDFF_PP0_  DUT.counter[31]$_SDFF_PP0_        0.47                      1
setup reg to reg   DUT.counter[0]$_SDFF_PP0_  DUT.counter[22]$_SDFF_PP0_        1.91                      5
hold reg to reg   DUT.counter[31]$_SDFF_PP0_  DUT.counter[31]$_SDFF_PP0_        0.47                      1
[logic make-up after synthesis]
group           count (synthesis)  synth area share
compound gates                 29            0.0795
xor+xnor                       24            0.0820
buf+inv                        17            0.0327
flops                          54             0.503
fa+ha+maj                       7            0.0341
simple gates                  109             0.260
mux                             2           0.00878
Power and IR drop assume default switching activity.
